[/design/flow/design.v]
module half_adder(a, b, sum, carry);
    input a, b;
    output sum, carry;
    xor (sum, a, b);
    and (carry, a, b);
endmodule
module full_adder(a, b, cin, sum, cout);
    input a, b, cin;
    output sum, cout;
    wire s1, c1, c2;
    half_adder ha1(a, b, s1, c1);
    half_adder ha2(s1, cin, sum, c2);
    or (cout, c1, c2);
endmodule
module ripple_carry_4_bit_adder(a, b, sum, cout,c0);
    input [3:0] a, b;
    input c0;
    output [3:0] sum;
    output cout;
    wire [3:0] c;
    full_adder fa0(a[0], b[0], c0, sum[0], c[0]);
    full_adder fa1(a[1], b[1], c[0], sum[1], c[1]);
    full_adder fa2(a[2], b[2], c[1], sum[2], c[2]);
    full_adder fa3(a[3], b[3], c[2], sum[3], cout);
endmodule
module five_bit_adder_with_sub(a,b,S,sum,carry,c0,sub);
    input [4:0] a,b;
    input c0,S;
    output [4:0] sum;
    output carry;
    output sub;
    wire ct;
    wire [4:0] c;
    wire c5;
    wire [4:0] b1;
    wire c8;
    wire [3:0] temp;
    wire [4:0] st;
    xor (b1[4],b[4],S);
    xor (b1[3],b[3],S);
    xor (b1[2],b[2],S);
    xor (b1[1],b[1],S);
    xor (b1[0],b[0],S);
    or (ct,S,c0);
    ripple_carry_4_bit_adder M0(a[3:0],b1[3:0],st[3:0],c[4],ct);
    ripple_carry_4_bit_adder M1({3'b0,a[4]},{3'b0,b1[4]},temp,c8,c[4]);
    assign st[4]=temp[0];
    wire make_two_complement ;
    wire [4:0]two_complement_sum;
    and (make_two_complement,~temp[1],S);
    xor (two_complement_sum[4],st[4],make_two_complement);
    xor (two_complement_sum[3],st[3],make_two_complement);
    xor (two_complement_sum[2],st[2],make_two_complement);
    xor (two_complement_sum[1],st[1],make_two_complement);
    xor (two_complement_sum[0],st[0],make_two_complement);
    wire t_carry;
    and (t_carry,temp[1],~S);
    assign sum=make_two_complement==1?two_complement_sum+1'b1:st;
    assign carry=t_carry;
    assign sub=make_two_complement;
endmodule
[/design/flow/run.sh]
#!/bin/bash
# OpenROAD 26Q1-2900-gdf79404cd8, Yosys 0.63+post, stock flow scripts
make -C /OpenROAD-flow-scripts/flow DESIGN_CONFIG=/design/flow/config.mk WORK_HOME=/design/flow/orfs finish
[/design/flow/config.mk]
export PLATFORM = sky130hd
export DESIGN_NAME = five_bit_adder_with_sub
export DESIGN_NICKNAME = five_bit_adder_with_sub
export VERILOG_FILES = /design/flow/design.v
export SDC_FILE = /design/flow/constraint.sdc
export NUM_CORES = 4
export LEC_CHECK = 1
export CORE_AREA = 10 10 70 70
export DIE_AREA = 0 0 80 80
[/design/flow/constraint.sdc]
current_design five_bit_adder_with_sub

set clk_period 8.8
set clk_io_pct 0.2

create_clock -name clk0 -period $clk_period

set non_clock_inputs [all_inputs -no_clocks]
set_input_delay [expr $clk_period * $clk_io_pct] -clock clk0 $non_clock_inputs
set_output_delay [expr $clk_period * $clk_io_pct] -clock clk0 [all_outputs]
==> CHANGELOG.md <==
### Physical design

- Outcome: complete, no violations
- Yosys stat chip area: 339 sq um
- Worst Setup SP: S
- Die height: 80 microns
- # Cells Yosys: 36
- Fin crit period: 7.86 ns
- Met1 usage: 3.49%
- Most frequent logic cell in the layout: clkdlybuf4s50_1
- Worst path required time: 7.04 ns
- FF/Latch Area: 0 sq um
- Critical path capture point type: primary output
- Worst slack, placed: 0.888 ns
- Pin count of the biggest net entering global routing: 14
- Routed WL per cell: 8.99 microns
- Max-Cap Viols: 0
- Initial DRC count: 1
- Slew headroom: between 60% and 70%
- Total power: 0.0633 mW
- Synth area leader: fa_1
- Final WS setup: 0.937 ns
- Clock buffers: 0
- Crit path max fanout: 13
- Post-Route WL: around 900 microns
- Synth Instances: 36
- Post-Route Setup TNS: 0 ns
- CTS resizes: 0
- Vias: just over 300
- GP Congestion: around 0.75
- Least-Margin Pin Slew: 0.533 ns
- Vias in the first global route: 303
- Slew Limit Fails: 0
- Final Hold Vio Count: 0
- Antenna fix cells: 0
- Mapped cell area: about 340 sq um
- Top Ports: 19
- # port buffers: 19
- Worst min path class: input port to primary output
- Register share after synthesis: 0%
- GRT met2 Usage: 5.30%
- Share of cells above drive strength 1: under 10%
- Count of final setup violators: 0
- RSZ-0062 raised after global routing: false
- Unique cell types: 19
- Top area cell types: fa_1 30%, xnor2_1 13%, xor2_1 7.7%
- VDD IR max: 25.8 uV
- Met3 Use GR: 0%
- Dpl cells: ~100
- Chip area: between 6000 and 7000 sq um
- CP endpoint: sum[4]
- Pleak: 0.217 nW
- Period utilization: 89.4%
- Layout area overhead: 70.8%
- Flop count: 0
- FMAX: 127 MHz
- DP HPWL: around 860 microns
- CORE AREA: 3420 sq um
- GR peak layer: met2
- Worst Setup Start Kind: input port
- # hold bufs at CTS: 0
- First-pass GRT wire length: around 1500 microns
- Total congestion overflow: 0
- Tool warnings: 32
- Yosys synthesis warning count: 0
- Fin cells: 100
- Arr. time, crit path: 6.10 ns
- Drt pass-1 iters: 2
- Init Core Util: 9.93%
- Mean Syn Cell Area: 9.42 sq um
- Top area contributor share: 29.5%
- Fin util: 17.0%
- Top Layout Cells: 19 x clkdlybuf4s50_1, 6 x inv_1, 5 x xnor2_1, 5 x fa_1, 3 x xor2_1
- Vias/cell: slightly above 3
- FP Rows: 21
- Postcts setup bufs: 0
- CP Class: input port to primary output
- PwrDens: between 100 and 150 nW/um^2
- # DRC: 0
- Initial antenna violation count: 0
- Antenna Nets Post-Route: 0
- Die Wd: approximately 80 microns
- Total Routing Usage GR: 2.74%
-- cell usage after synthesis (all sizes together) --
cell type	number
inv	6
fa	5
xnor2	5
xor2	3
nand3b	2
nor2	2
a211oi	1
a21bo	1
a21boi	1
and3b	1
and4bb	1
buf	1
ha	1
mux2	1
nand2	1
nand4bb	1
nor3b	1
o211ai	1
or3b	1
-- worst max-delay path, stage by stage --
cell and delay [ns]:
clkdlybuf4s50_1 0.68, xnor2_1 0.33, fa_1 0.21, inv_1 0.05, fa_1 0.37, fa_1 0.40
fa_1 0.38, inv_1 0.08, fa_1 0.30, nand2_2 0.13, xnor2_1 0.19, ha_1 0.19
or3b_1 0.36, a211oi_2 0.18, clkdlybuf4s50_1 0.50
-- how the worst min path moves through the flow --
| stage | startpoint | endpoint | slack (ns) | depth (start not counted) |
|---|---|---|---|---|
| after CTS | a[0] | sum[0] | 4.71 | 5 |
| after global routing | a[0] | sum[0] | 4.77 | 5 |
| final | a[0] | sum[0] | 4.68 | 5 |
-- cell families after synthesis --
logic type,Yosys count,synth area share [%]
and+or+nand+nor,10,22.9
xor gates and xnor gates,8,20.7
buffers and inverters,7,8.86
adders and majority gates,6,33.2
AOI/OAI and AO/OA,4,11.1
muxes,1,3.32
-- cell type report --
class,instances,area (sq um)
inverter,6,22.5
tap,46,57.6
multi-input combinational,29,309
fill,402,2840
timing repair buffer,19,190
-- per-stage QoR --
| step | hold WS [ns] | area (sq um) |
|---|---|---|
| final | 4.68 | 579 |
| after global routing | 4.77 | 579 |
| after CTS | 4.71 | 579 |
| after detailed placement | 4.71 | 579 |
| after global placement | 4.71 | 579 |
| after floorplan | 3.61 | 339 |
-- routing by layer --
metal | routed length, microns | vias up | share of wire (%)
li1 | - | 155 | -
met4 | 0 | 0 | 0
met5 | 0 | - | 0
met3 | 10 | 0 | 1.1
met1 | 438 | 136 | 49
met2 | 450 | 11 | 50
-- where the power goes --
group | total (mW) | switching (mW) | internal (mW)
logic | 0.0633 | 0.0223 | 0.0410
registers | 0 | 0 | 0
clock network | 0 | 0 | 0
Power is estimated from default activity; no workload was simulated.
