## /design/flow/design.v

```verilog
module decoder_2x4_gate(D,A,B,enable);
output [3:0] D;
input A,B,enable;
wire A_not , B_not,enable_not;
not G1 (A_not,A),
G2 (B_not,B),
G3 (enable_not,enable);
nand
G4 (D[0],A_not,B_not,enable_not),
G5 (D[1],A,B_not,enable_not),
G6 (D[2],A_not,B,enable_not),
G7 (D[3],A,B,enable_not);
endmodule
module decoder_4x16(inSwitch, outLED);
output [15:0] outLED;
input [3:0] inSwitch;
wire [3:0]enable;
decoder_2x4_gate G1 (outLED[3:0],inSwitch[0],inSwitch[1],enable[0]);
decoder_2x4_gate G2 (outLED[7:4],inSwitch[0],inSwitch[1],enable[1]);
decoder_2x4_gate G3 (outLED[11:8],inSwitch[0],inSwitch[1],enable[2]);
decoder_2x4_gate G4 (outLED[15:12],inSwitch[0],inSwitch[1],enable[3]);
decoder_2x4_gate G5 (enable,inSwitch[2],inSwitch[3],1'b0);
endmodule
```

## /design/flow/run.sh

```bash
#!/bin/bash
# OpenROAD 26Q1-2900-gdf79404cd8, Yosys 0.63+post, stock flow scripts
make -C /OpenROAD-flow-scripts/flow DESIGN_CONFIG=/design/flow/config.mk WORK_HOME=/design/flow/orfs finish
```

## /design/flow/config.mk

```make
export PLATFORM = sky130hd
export DESIGN_NAME = decoder_4x16
export DESIGN_NICKNAME = decoder_4x16
export VERILOG_FILES = /design/flow/design.v
export SDC_FILE = /design/flow/constraint.sdc
export NUM_CORES = 4
export LEC_CHECK = 1
export CORE_AREA = 10 10 70 70
export DIE_AREA = 0 0 80 80
```

## /design/flow/constraint.sdc

```tcl
current_design decoder_4x16

set clk_period 1.0
set clk_io_pct 0.2

create_clock -name clk0 -period $clk_period

set non_clock_inputs [all_inputs -no_clocks]
set_input_delay [expr $clk_period * $clk_io_pct] -clock clk0 $non_clock_inputs
set_output_delay [expr $clk_period * $clk_io_pct] -clock clk0 [all_outputs]
```

==> impl_results.html <==
<h2>Implementation results</h2>
<table>
<tr><th>Metric</th><th>Value</th></tr>
<tr><th colspan="2">Status</th></tr>
<tr><td>Outcome</td><td>finished with violations</td></tr>
<tr><td>Failing checks</td><td>setup timing</td></tr>
<tr><th colspan="2">Final timing</th></tr>
<tr><td>Minimum period implied by the final worst setup slack</td><td>about 1.1 ns</td></tr>
<tr><td>Worst slew pin tran</td><td>0.08091 ns</td></tr>
<tr><td>Max-slew violation count</td><td>0</td></tr>
<tr><td>Unrepaired setup endpoints after global routing</td><td>yes</td></tr>
<tr><td>Final setup violating endpoints</td><td>5</td></tr>
<tr><td>Part of the cycle the worst path needs</td><td>114.7%</td></tr>
<tr><td>Post-route setup slack</td><td>-0.1465 ns</td></tr>
<tr><td>Worst relative slew slack</td><td>94.58%</td></tr>
<tr><td>Final Hold Fails</td><td>0</td></tr>
<tr><td>Maximum clock frequency</td><td>872.2 MHz</td></tr>
<tr><th colspan="2">CTS</th></tr>
<tr><td>Cts-stage hold buffer count</td><td>0</td></tr>
<tr><th colspan="2">Cells and area</th></tr>
<tr><td>FF+latch count</td><td>0</td></tr>
<tr><td>Fill cell instance count of the final layout</td><td>388</td></tr>
<tr><td>Register cell area after layout</td><td>0 um^2</td></tr>
<tr><td>Share of final-layout standard cells stronger than drive strength 1</td><td>70.21%</td></tr>
<tr><td>Multi-input combinational cell area</td><td>163.9 um^2</td></tr>
<tr><td>Growth of design area from synthesis to finish</td><td>157.7%</td></tr>
<tr><td>Clock buffers</td><td>0</td></tr>
<tr><th colspan="2">Logic synthesis</th></tr>
<tr><td>Synth unique cells</td><td>8</td></tr>
<tr><td>Syn Std Cell Area</td><td>approximately 190 um^2</td></tr>
<tr><td>Leading post-synthesis cells by cell area</td><td>sky130_fd_sc_hd__nand4bb_1, sky130_fd_sc_hd__nand4b_1, sky130_fd_sc_hd__or4b_1</td></tr>
<tr><td>Top cell area share</td><td>36.24%</td></tr>
<tr><td>Cell count listed in synth_stat.txt</td><td>20</td></tr>
<tr><td>Share of synthesized area occupied by flip-flops and latches</td><td>0%</td></tr>
<tr><td>Synthesis Warnings</td><td>0</td></tr>
<tr><td>Area figure in the yosys stat output</td><td>about 190 um^2</td></tr>
<tr><td>Cell type with the largest total area after synthesis</td><td>sky130_fd_sc_hd__nand4bb_1</td></tr>
<tr><td>Mean area per synthesized cell</td><td>between 9 and 10 um^2</td></tr>
<tr><td>Post-synthesis instance total</td><td>20</td></tr>
<tr><th colspan="2">Worst setup path</th></tr>
<tr><td>Endpoint type of the worst setup path</td><td>output port</td></tr>
<tr><td>Count of buffer and inverter cells on the critical path</td><td>2</td></tr>
<tr><td>Cell at the slowest stage of the critical path</td><td>sky130_fd_sc_hd__or4_4</td></tr>
<tr><td>CP delay by family, top</td><td>simple AND/OR/NAND/NOR gates</td></tr>
<tr><td>Worst path cell trace</td><td>buf_8 -&gt; or4_4 -&gt; buf_2</td></tr>
<tr><td>Worst EP required</td><td>0.80 ns</td></tr>
<tr><td>Crit path DAT</td><td>0.95 ns</td></tr>
<tr><td>Highest cell delay on the worst timing path</td><td>between 0.5 and 0.6 ns</td></tr>
<tr><td>Kind of launch point of the worst setup path</td><td>input pin</td></tr>
<tr><td>Critical path start-end classification</td><td>in2out</td></tr>
<tr><td>Maximum net fanout on the critical path</td><td>7</td></tr>
<tr><th colspan="2">Drt</th></tr>
<tr><td>Antenna-violating nets left</td><td>0</td></tr>
<tr><td>Final routed DRC violation total</td><td>0</td></tr>
<tr><td>Final wirelength</td><td>1118 um</td></tr>
<tr><td>Avg Vias per Cell</td><td>between 3 and 4</td></tr>
<tr><td>Antenna Diode Count</td><td>0</td></tr>
<tr><td>Drt pass-1 iters</td><td>4</td></tr>
<tr><td>Vias after detailed routing</td><td>304</td></tr>
<tr><td>Mean routed wirelength per cell</td><td>approximately 12 um</td></tr>
<tr><td>DRC marker count from the first detailed-route iteration</td><td>8</td></tr>
<tr><th colspan="2">Hold path</th></tr>
<tr><td>Startpoint of the worst hold path</td><td>inSwitch[3]</td></tr>
<tr><td>Hold Path Class</td><td>in2out</td></tr>
<tr><td>Endpoint, Worst Hold</td><td>outLED[2]</td></tr>
<tr><td>Number of cells on the worst hold path</td><td>3</td></tr>
<tr><th colspan="2">Power</th></tr>
<tr><td>Pwr Total</td><td>0.1470 mW</td></tr>
<tr><td>Switching Power</td><td>about 0.054 mW</td></tr>
<tr><td>Seq pwr share</td><td>0%</td></tr>
<tr><td>Total power divided by cell area</td><td>306.0 nW/um^2</td></tr>
<tr><td>Static Leak</td><td>0.1645 nW</td></tr>
<tr><td>Switching part of the total</td><td>36.42%</td></tr>
<tr><td>Clock share of power</td><td>0%</td></tr>
<tr><td>Proportion of power drawn by combinational gates</td><td>100.0%</td></tr>
<tr><td>Worst vdd ir</td><td>0.07812 mV</td></tr>
<tr><td>Internal Pwr Total</td><td>0.09347 mW</td></tr>
<tr><th colspan="2">Die</th></tr>
<tr><td>FP Util</td><td>5.458%</td></tr>
<tr><td>Standard cell core area</td><td>approximately 3400 um^2</td></tr>
<tr><td>Floorplan die height</td><td>around 80 um</td></tr>
<tr><td>I/O pin count</td><td>20</td></tr>
<tr><td>Area of the die</td><td>6400 um^2</td></tr>
<tr><td>Row cnt</td><td>21</td></tr>
<tr><td>Floorplan die width</td><td>80 um</td></tr>
<tr><th colspan="2">Global route</th></tr>
<tr><td>Vias in the first global route</td><td>289</td></tr>
<tr><td>First-pass GRT wire length</td><td>1669 um</td></tr>
<tr><td>Number of antenna violations at the first check in global routing</td><td>0</td></tr>
<tr><td>GRT Overall Usage</td><td>3.325%</td></tr>
<tr><td>Maximum number of pins on one net before global-route repair</td><td>8</td></tr>
<tr><td>Overflow left after global routing</td><td>0</td></tr>
<tr><th colspan="2">Flow run</th></tr>
<tr><td>Count of tool warnings</td><td>34</td></tr>
<tr><td>Max-cap check violation count</td><td>0</td></tr>
<tr><th colspan="2">Placement</th></tr>
<tr><td>Minimum setup slack after placement</td><td>-0.8679 ns</td></tr>
<tr><td>Count of port buffers added during placement</td><td>20</td></tr>
<tr><td>HPWL after detailed placement</td><td>740.3 um</td></tr>
<tr><td>GPL Wtd Cong</td><td>0.7014</td></tr>
</table>
## tightest hold or removal path: stages
cell and delay [ns]:
sky130_fd_sc_hd__buf_12 0.08, sky130_fd_sc_hd__or4b_1 0.09, sky130_fd_sc_hd__buf_2 0.08
## power by group through the flow
stage / Sequential (mW) / Combinational (mW) / Clock (mW)
final: 0 / 0.147 / 0
after global routing: 0 / 0.159 / 0
after CTS: 0 / 0.148 / 0
## cell usage in the layout, fill, tap and decap left out, drive strengths merged
cell type,Yosys,layout
nand4b,4,4
or4,1,1
nand4,1,1
nand4bb,6,6
clkbuf,3,1
buf,1,30
or4b,4,4
## cell usage after synthesis
master	number
sky130_fd_sc_hd__buf_6	1
sky130_fd_sc_hd__clkbuf_1	3
sky130_fd_sc_hd__nand4_1	1
sky130_fd_sc_hd__nand4b_1	4
sky130_fd_sc_hd__nand4bb_1	6
sky130_fd_sc_hd__or4_4	1
sky130_fd_sc_hd__or4b_1	3
sky130_fd_sc_hd__or4b_4	1
## stage by stage
| step | utilization, % | hold WS (ns) | area, um^2 | std cells | TNS [ns] |
|---|---|---|---|---|---|
| 3_3_place_gp | 13.22 | 1.512 | 451.7 | 86 | -12.45 |
| 3_5_place_dp | 13.22 | 1.528 | 451.7 | 86 | -12.72 |
| 6_report | 14.07 | 0.6572 | 480.5 | 93 | -0.6828 |
| 5_1_grt | 14.07 | 0.6808 | 480.5 | 93 | -0.7907 |
| 4_1_cts | 14.21 | 0.6640 | 485.5 | 93 | -0.7053 |
| 2_1_floorplan | - | 0.4452 | 186.4 | 20 | 0 |
## area by class of cell
type                            count  area share (%)
Timing Repair Buffer               31           53.91
Multi-Input combinational cell     16           34.11
Tap cell                           46           11.98
## timing repair
action,in CTS,in global routing
pin swaps,2,1
gates resized,88,1
cloned,4,0
endpoints found under the setup margin,16,6
setup buffers,3,0
## worst max-delay path by stage
stage           start        end  slack [ns]  depth (start not counted)
4_1_cts   inSwitch[1]  outLED[0]       -0.15                          3
5_1_grt   inSwitch[1]  outLED[8]       -0.17                          3
6_report  inSwitch[1]  outLED[0]       -0.15                          3
## layer usage
layer	wire length (um)	part of all wire [%]	vias up	global-route usage (%)
li1	-	-	143	-
met4	0	0	0	0
met3	247	22	0	2.841
met1	585	52	139	5.339
met5	0	0	-	0
met2	284	25	22	3.050
## cells by family (layout without fill, tap and decap cells)
logic type / count (synthesis) / in the layout / synth area share [%]
simple gates: 16 / 16 / 87.92
buf+inv: 4 / 31 / 12.08
Power figures rest on the tool's default switching activity, not on a simulated workload.
